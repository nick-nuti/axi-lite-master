### constraint.sdc
current_design ringbuffer

set clk_period 297.8
set clk_io_pct 0.2

create_clock -name clk0 -period $clk_period [get_ports {clk}]

set non_clock_inputs [all_inputs -no_clocks]
set_input_delay [expr $clk_period * $clk_io_pct] -clock clk0 $non_clock_inputs
set_output_delay [expr $clk_period * $clk_io_pct] -clock clk0 [all_outputs]
### config.mk
export PLATFORM = sky130hd
export DESIGN_NAME = ringbuffer
export DESIGN_NICKNAME = ringbuffer
export VERILOG_FILES = /design/flow/design.v
export SDC_FILE = /design/flow/constraint.sdc
export NUM_CORES = 4
export LEC_CHECK = 1
export CORE_UTILIZATION = 50
export SYNTH_MEMORY_MAX_BITS = 65536
### design.v
module ringbuffer # (
    parameter NUM_ENTRIES=64,
    parameter DATA_W=128
) (
    input wire clk,
    input wire resetn,
    input wire wr_en,
    input wire rd_en,
    input wire [(DATA_W-1):0] din,
    output wire [(DATA_W-1):0] dout,
    output wire full,
    output wire empty
);
    reg [$clog2(NUM_ENTRIES):0] w_ptr;
    reg [$clog2(NUM_ENTRIES):0] r_ptr;
    wire w_cnt_inc;
    wire r_cnt_dec;
    reg [(DATA_W-1):0] ram[(NUM_ENTRIES-1):0];
    initial
    begin
        for(int i = 0; i < NUM_ENTRIES; i++)
        begin
            ram[i] <= 0;
        end
    end
    always@(posedge clk)
    begin
        if(~resetn)
        begin
            w_ptr   <= 0;
            r_ptr   <= 0;
        end
        else
        begin
            if(wr_en && ~full)
            begin
                ram[w_ptr] <= din;
                if(w_ptr == (NUM_ENTRIES-1))
                begin
                    w_ptr <= 0;
                end
                else
                begin
                    w_ptr <= w_ptr + 1;
                end
            end
            else
            begin
                w_ptr   <= w_ptr;
            end
            if(rd_en && ~empty)
            begin
                if(r_ptr == (NUM_ENTRIES-1))
                begin
                    r_ptr <= 0;
                end
                else
                begin
                    r_ptr <= r_ptr + 1;
                end
            end
            else
            begin
                r_ptr   <= r_ptr;
            end
        end
    end
    assign dout = ram[r_ptr];
    assign full = ((((NUM_ENTRIES + r_ptr)-1)%NUM_ENTRIES) == w_ptr);
    assign empty = (w_ptr == r_ptr);
endmodule
### run.sh
#!/bin/bash
# OpenROAD 26Q1-2900-gdf79404cd8, Yosys 0.63+post, stock flow scripts
make -C /OpenROAD-flow-scripts/flow DESIGN_CONFIG=/design/flow/config.mk WORK_HOME=/design/flow/orfs finish
==> results_tabular.tex <==
% Generated from flow reports
\begin{tabular}{lr}
\hline
Metric & Value \\
\hline
\multicolumn{2}{l}{\textbf{Job}} \\
\quad Max-Cap Viols & 0 \\
\quad Total number of warnings across the stage logs & 30 \\
\multicolumn{2}{l}{\textbf{GRT}} \\
\quad Global-route wire length before repair & roughly 1200000 um \\
\quad Grt ovf & 0 \\
\quad Antenna violations before repair & between 50 and 60 \\
\quad Overall fraction of global-route tracks in use & 0.310 \\
\quad Largest net degree at the start of global routing & around 110 \\
\quad Number of global-route vias before repair & 158796 \\
\multicolumn{2}{l}{\textbf{Final layout}} \\
\quad Post-Route Utilization & 0.567 \\
\quad Share of cells above drive strength 1 & 0.318 \\
\quad Layout Area Growth over Synthesis & 13.1\% \\
\multicolumn{2}{l}{\textbf{STA}} \\
\quad Setup total negative slack & 0 ns \\
\quad Period Utilization, post-route & 0.227 \\
\quad Max Clock Skew & roughly 0.034 ns \\
\quad Clock period minus final worst setup slack & about 68 ns \\
\quad Number of failing setup endpoints in the final timing report & 0 \\
\quad Worst slew margin & 0.267 \\
\quad Actual transition at the worst max-transition pin & roughly 1.1 ns \\
\quad Final tally of max-slew violations & 0 \\
\quad Hold violation count in the final report & 0 \\
\quad Maximum clock frequency & 0.0148 GHz \\
\quad RSZ-0062 raised after global routing & false \\
\multicolumn{2}{l}{\textbf{Place}} \\
\quad Placer Congestion & between 0.8 and 0.9 \\
\quad Detailed Place HPWL & around 450000 um \\
\quad IO Port Bufs & between 200 and 300 \\
\multicolumn{2}{l}{\textbf{Critical path}} \\
\quad Cell-by-cell trace of the critical path & buf\_4 > buf\_4 > buf\_4 > buf\_4 > buf\_4 > buf\_4 > mux4\_2 > mux4\_2 > a22oi\_1 > nand2\_1 > clkdlybuf4s50\_1 \\
\quad Longest individual stage delay on the worst path & between 0.7 and 0.8 ns \\
\quad Crit path DRT & roughly 240 ns \\
\quad Most common cell on crit path & sky130\_fd\_sc\_hd\_\_buf\_4 \\
\quad Reg-to-reg startpoint & r\_ptr[0]\$\_SDFFE\_PN0P\_ \\
\quad R2R cell count & 13 \\
\quad Reg2reg end & ram[29][34]\$\_DFFE\_PP\_ \\
\quad Family with the most delay on the worst path & buffers and inverters \\
\quad Register-to-register setup slack & roughly 300 ns \\
\quad Kind of end point of the critical path & output pin \\
\quad Critical Path Slowest Stage Cell & sky130\_fd\_sc\_hd\_\_dfxtp\_4 \\
\quad Type of the worst setup path & reg -> out \\
\quad Arrival time reported for the critical path endpoint & 8.15 ns \\
\quad Startpoint kind of the worst setup timing path & flop \\
\quad Crit Path Max Fanout & 36 \\
\quad Bufs and invs on worst path & 7 \\
\multicolumn{2}{l}{\textbf{Drt}} \\
\quad Via/cell ratio & roughly 6.3 \\
\quad DRT Wirelength & $\sim$840000 um \\
\quad Number of violations reported at the end of detailed-routing iteration 0 & roughly 8600 \\
\quad Post-detailed-route wirelength per cell & 37.7 um \\
\quad First-pass detailed-route iteration total & 24 \\
\quad Remaining number of nets flagged by the antenna check after routing & 0 \\
\quad Total number of vias & $\sim$140k \\
\quad Drt drc & 0 \\
\multicolumn{2}{l}{\textbf{Synthesis}} \\
\quad Sequential element share of the synthesized area & 0.794 \\
\quad Top cells by count, synth & sky130\_fd\_sc\_hd\_\_edfxtp\_1, sky130\_fd\_sc\_hd\_\_mux4\_2, sky130\_fd\_sc\_hd\_\_clkbuf\_1, sky130\_fd\_sc\_hd\_\_buf\_2, sky130\_fd\_sc\_hd\_\_a22oi\_1 \\
\quad Number of distinct library cells after synthesis & 47 \\
\quad Top cell type by instance count after synthesis & sky130\_fd\_sc\_hd\_\_edfxtp\_1 \\
\quad Cell type with the highest aggregate area in the netlist & sky130\_fd\_sc\_hd\_\_edfxtp\_1 \\
\quad Dominant Register Cell & sky130\_fd\_sc\_hd\_\_edfxtp\_1 \\
\quad Chip area estimate from yosys synthesis & 310000 um\^{}2 \\
\quad Yosys warning tally & 1 \\
\quad Synth Register Bits & 8212 \\
\quad Proportion of register bits with asynchronous set or reset after synthesis & 0 \\
\quad Number of standard cells after synthesis & roughly 12000 \\
\quad Fraction of synthesized cell area taken by the top area cell type & 0.793 \\
\quad Yosys cell count & roughly 12000 \\
\quad Cell area after technology mapping & 310000 um\^{}2 \\
\quad Avg Inst Size Synth & around 26 um\^{}2 \\
\quad EDFF count, synth & between 8000 and 9000 \\
\quad Synth area leaders & sky130\_fd\_sc\_hd\_\_edfxtp\_1, sky130\_fd\_sc\_hd\_\_mux4\_2, sky130\_fd\_sc\_hd\_\_a22oi\_1 \\
\multicolumn{2}{l}{\textbf{Pwr}} \\
\quad Power density cells & between 6 and 7 nW/um\^{}2 \\
\quad Largest voltage drop on the vdd net & around 0.0071 mV \\
\quad Final total power & roughly 2500 uW \\
\quad Leakage power figure & between 0.1 and 0.15 uW \\
\multicolumn{2}{l}{\textbf{Worst hold path}} \\
\quad End of the worst hold path & r\_ptr[6]\$\_SDFFE\_PN0P\_ \\
\quad Cell count of the worst hold path & 1 \\
\quad Worst hold-check path type & reg -> reg \\
\quad Beginning of the worst hold path & r\_ptr[6]\$\_SDFFE\_PN0P\_ \\
\multicolumn{2}{l}{\textbf{Die}} \\
\quad Placement row count & $\sim$290 \\
\quad Die boundary width & 790 um \\
\quad Core ar. & 619000 um\^{}2 \\
\quad Area enclosed by the die boundary & roughly 620000 um\^{}2 \\
\quad Die Ht & about 790 um \\
\quad Initial core utilization & 0.501 \\
\quad Top-level port count & approximately 260 \\
\multicolumn{2}{l}{\textbf{CTS}} \\
\quad Number of buffers added by the clock tree synthesis step & approximately 810 \\
\quad Number of cells upsized or downsized after cts & 0 \\
\quad Clock network latency to the later pin of the worst-skew pair & about 1.1 ns \\
\quad Hold buffer count at cts & 0 \\
\quad Number of setup buffers added after CTS & 0 \\
\quad H-tree depth & 6 \\
\quad Number of clock sinks & between 8000 and 9000 \\
\quad Root buffer cell & sky130\_fd\_sc\_hd\_\_clkbuf\_16 \\
\quad Clock tree from TritonCTS & yes \\
\quad Maximum clock insertion buffer count & 4 \\
\quad Register clock-pin slew on the reported worst setup and hold paths & around 0.06 ns \\
\multicolumn{2}{l}{\textbf{Status}} \\
\quad Outcome & completed \\
\hline
\end{tabular}
## state kept, by name (all words and copies together), names as in the netlist, named ones only
name   flops
ram     8192
r_ptr      7
w_ptr      7
## routing by layer
layer | GRT usage | wire length (um) | vias to the layer above
met5 | 0.0272 | 2360 | -
met4 | 0.0808 | 28900 | 81
met1 | 0.355 | 226000 | 70890
met3 | 0.301 | 191000 | 1688
li1 | - | - | 55668
met2 | 0.424 | 390000 | 12538
## metrics by stage
| step | setup WS [ns] | hold WS [ns] | std cells | cell area, um^2 |
|---|---|---|---|---|
| after floorplan | 227.90 | 0.448 | 12136 | 310000 |
| after global placement | 231.03 | 0.481 | 20728 | 326000 |
| after detailed placement | 230.99 | 0.491 | 20728 | 326000 |
| after CTS | 229.72 | 0.501 | 22192 | 351000 |
| after global routing | 229.34 | 0.512 | 22210 | 351000 |
| final | 230.09 | 0.503 | 22216 | 351000 |
## kinds of logic (layout without fill, tap and decap cells)
family | Yosys count | after routing | synth area share
AND-OR/OR-AND | 399 | 399 | 0.00952
XOR/XNOR | 19 | 19 | 0.000536
adder cells (fa/ha/maj) | 3 | 3 | 0.000121
buffers and inverters | 667 | 2430 | 0.00963
flip-flops | 8212 | 8212 | 0.794
multiplexers | 2545 | 2545 | 0.182
other | 0 | 24 | 0
AND/OR/NAND/NOR | 291 | 291 | 0.00406
## worst max-delay path by stage
stage                 startpoint  cells after the start  slack, ns         to
after CTS                   flop                     11     229.72  dout[113]
after global routing        flop                     11     229.34  dout[111]
final                       flop                     11     230.09  dout[111]
## final cells by class
| class | count | area [um^2] |
|---|---|---|
| clock inverters | 449 | 3800 |
| inverters | 3 | 11.3 |
| diodes | 24 | 60.1 |
| multi-input cells | 3257 | 61500 |
| flip-flops and latches | 8212 | 246000 |
| repair buffers | 963 | 7740 |
| clock buffers | 1015 | 21200 |
| fillers | 43098 | 268000 |
| well taps | 8293 | 10400 |
## cell usage in the layout, fill, tap and decap left out, types with 19 or more instances in the layout
cell	n
sky130_fd_sc_hd__a21oi_1	23
sky130_fd_sc_hd__a221oi_1	52
sky130_fd_sc_hd__a22o_1	34
sky130_fd_sc_hd__a22oi_1	217
sky130_fd_sc_hd__buf_12	30
sky130_fd_sc_hd__buf_2	101
sky130_fd_sc_hd__buf_4	672
sky130_fd_sc_hd__bufinv_16	49
sky130_fd_sc_hd__clkbuf_1	199
sky130_fd_sc_hd__clkbuf_16	816
sky130_fd_sc_hd__clkdlybuf4s50_1	158
sky130_fd_sc_hd__clkinv_1	218
sky130_fd_sc_hd__clkinv_2	126
sky130_fd_sc_hd__diode_2	24
sky130_fd_sc_hd__edfxtp_1	8192
sky130_fd_sc_hd__mux2i_1	58
sky130_fd_sc_hd__mux4_2	2487
sky130_fd_sc_hd__nand2_1	141
sky130_fd_sc_hd__nor2_1	34
sky130_fd_sc_hd__nor2_4	39
sky130_fd_sc_hd__nor3_2	26
sky130_fd_sc_hd__o21ai_0	19
## where the power goes
group | switching (uW) | leakage (uW) | internal, uW | total, uW
clock network | 423 | 0.0122 | 544 | 967
logic | 104 | 0.0192 | 110 | 214
registers | 1.58 | 0.0738 | 1270 | 1280
No activity file was given, so power comes from the tool's default toggle rates.
