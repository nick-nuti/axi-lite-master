## flow/design.v

```verilog
module axilite_master #(
    parameter ADDR_W=32,
    parameter DATA_W=64,
    parameter FLOP_READ_DATA=0,
    parameter USER_START_HAS_PULSE_CONTROL=0
)
(
  output reg [ADDR_W-1:0]              m_axi_awaddr,  
  output reg [3-1:0]                   m_axi_awprot = 3'b000,  
  output reg                           m_axi_awvalid,  
  input  wire                          m_axi_awready,  
  output reg [DATA_W-1:0]              m_axi_wdata,  
  output reg [DATA_W/8-1:0]            m_axi_wstrb,  
  output reg                           m_axi_wvalid,  
  input  wire                          m_axi_wready,  
  input  wire [2-1:0]                  m_axi_bresp,  
  input  wire                          m_axi_bvalid,  
  output reg                           m_axi_bready,  
  output reg [ADDR_W-1:0]              m_axi_araddr,  
  output reg [3-1:0]                   m_axi_arprot = 3'b000,  
  output reg                           m_axi_arvalid,  
  input  wire                          m_axi_arready,  
  output reg                           m_axi_rready,  
  input  wire [DATA_W-1:0]             m_axi_rdata,  
  input  wire                          m_axi_rvalid,  
  input  wire [2-1:0]                  m_axi_rresp,  
  input wire                           aclk,
  input wire                           aresetn,
  input  wire                          user_start,
  input  wire                          user_w_r,  
  input  wire [DATA_W/8-1:0]           user_data_strb,
  input  wire [DATA_W-1:0]             user_data_in,
  input  wire [ADDR_W-1:0]             user_addr_in,
  output reg                          user_free,
  output reg  [1:0]                   user_status,
  output reg  [DATA_W-1:0]            user_data_out,
  output reg                          user_data_out_en
);
    localparam IDLE             = 3'b000;
    localparam WRITE            = 3'b001;
    localparam WRITE_RESPONSE   = 3'b010;
    localparam READ_RESPONSE    = 3'b011;
    reg [2:0] axi_cs, axi_ns;
    always @ (posedge aclk or negedge aresetn)
    begin
        if(~aresetn)
        begin
            axi_cs <= IDLE;
        end
        else
        begin
            axi_cs <= axi_ns;
        end
    end
    generate
        if(USER_START_HAS_PULSE_CONTROL)
        begin
            always @ (*)
            begin
                case(axi_cs)
                IDLE:
                begin
                    if(m_axi_awready & user_start & ~user_w_r)
                    begin
                        axi_ns = WRITE;
                    end
                    else if(m_axi_arready & user_start & user_w_r)
                    begin
                        axi_ns = READ_RESPONSE;
                    end
                    else
                    begin
                        axi_ns = IDLE;
                    end
                end
                WRITE:
                begin
                    if(m_axi_wready)
                    begin
                        axi_ns = WRITE_RESPONSE;
                    end
                    else
                    begin
                        axi_ns = WRITE;
                    end
                end
                WRITE_RESPONSE:
                begin
                    if(m_axi_bvalid)
                    begin
                        axi_ns = IDLE;
                    end
                    else axi_ns = WRITE_RESPONSE;
                end
                READ_RESPONSE:
                begin
                    if(m_axi_rvalid)
                    begin
                        axi_ns = IDLE;
                    end
                    else
                    begin
                        axi_ns = READ_RESPONSE;
                    end
                end
                default: axi_ns = IDLE;
                endcase
            end
        end
        else
        begin
            localparam DEACTIVATE_START = 3'b100;
            always @ (*)
            begin
                case(axi_cs)
                IDLE:
                begin
                    if(m_axi_awready & user_start & ~user_w_r)
                    begin
                        axi_ns = WRITE;
                    end
                    else if(m_axi_arready & user_start & user_w_r)
                    begin
                        axi_ns = READ_RESPONSE;
                    end
                    else
                    begin
                        axi_ns = IDLE;
                    end
                end
                WRITE:
                begin
                    if(m_axi_wready)
                    begin
                        axi_ns = WRITE_RESPONSE;
                    end
                    else
                    begin
                        axi_ns = WRITE;
                    end
                end
                WRITE_RESPONSE:
                begin
                    if(m_axi_bvalid)
                    begin
                        if(user_start) axi_ns = DEACTIVATE_START;
                        else axi_ns = IDLE;
                    end
                    else axi_ns = WRITE_RESPONSE;
                end
                READ_RESPONSE:
                begin
                    if(m_axi_rvalid)
                    begin
                        if(user_start) axi_ns = DEACTIVATE_START;
                        else axi_ns = IDLE;
                    end
                    else
                    begin
                        axi_ns = READ_RESPONSE;
                    end
                end
                DEACTIVATE_START:
                begin
                    if(user_start) axi_ns = DEACTIVATE_START;
                    else axi_ns = IDLE;
                end
                default: axi_ns = IDLE;
                endcase
            end
        end
    endgenerate
    always @ (*)
    begin
        m_axi_awvalid <= ((axi_cs==IDLE) && (axi_ns==WRITE)) ? 1 : 0;
        m_axi_awaddr  <= ((axi_cs==IDLE) && (axi_ns==WRITE)) ? user_addr_in : 0;
        m_axi_wvalid  <= (axi_cs==WRITE) ? 1 : 0;
        m_axi_wdata   <= (axi_cs==WRITE) ? user_data_in : 0;
        m_axi_wstrb   <= (axi_cs==WRITE) ? user_data_strb : 0;
        m_axi_bready  <= ((axi_cs == WRITE_RESPONSE)&& m_axi_bvalid) ? 1'b1 : 'h0;
    end
    always @ (*)
    begin
        m_axi_araddr      <= ((axi_cs==IDLE) && (axi_ns==READ_RESPONSE)) ? user_addr_in : 0;
        m_axi_arvalid     <= ((axi_cs==IDLE) && (axi_ns==READ_RESPONSE)) ? 1 : 0;
        m_axi_rready      <= (axi_cs==READ_RESPONSE) ? 1 : 0;
    end
    generate
        if(FLOP_READ_DATA)
        begin
            always @ (posedge aclk)
            begin
                if((axi_cs==IDLE) && (axi_ns!=IDLE))
                begin
                    user_data_out     <= 0;
                    user_data_out_en  <= 0;
                    user_status       <= 0;
                end
                else if(axi_cs==WRITE_RESPONSE)
                begin
                    user_data_out_en <= m_axi_bvalid;
                    user_status <= m_axi_bresp;
                end
                else if(axi_cs==READ_RESPONSE)
                begin
                    user_data_out     <= m_axi_rdata;
                    user_data_out_en  <= m_axi_rvalid;
                    user_status       <= m_axi_rresp;
                end
            end
        end
        else
        begin
            always @ (*)
            begin
                user_data_out     <= (axi_cs==READ_RESPONSE) ? m_axi_rdata : 0;
                user_data_out_en  <= (axi_cs==READ_RESPONSE) ? m_axi_rvalid : 0;
                user_status       <= (m_axi_bvalid) ? m_axi_bresp : ((m_axi_rvalid) ? m_axi_rresp : 0);
            end
        end
    endgenerate
    always @ (*)
    begin
        user_free       = (axi_ns == IDLE) ? 1'b1 : 1'b0;
    end
endmodule
```

## flow/config.mk

```make
export PLATFORM = sky130hd
export DESIGN_NAME = axilite_master
export DESIGN_NICKNAME = axilite_master
export VERILOG_FILES = /design/flow/design.v
export SDC_FILE = /design/flow/constraint.sdc
export NUM_CORES = 4
export LEC_CHECK = 1
export CORE_AREA = 10 10 159 159
export DIE_AREA = 0 0 169 169
```

## flow/constraint.sdc

```tcl
current_design axilite_master

set clk_period 6.7
set clk_io_pct 0.2

create_clock -name clk0 -period $clk_period [get_ports {aclk}]

set non_clock_inputs [all_inputs -no_clocks]
set_input_delay [expr $clk_period * $clk_io_pct] -clock clk0 $non_clock_inputs
set_output_delay [expr $clk_period * $clk_io_pct] -clock clk0 [all_outputs]
```

## flow/run.sh

```bash
#!/bin/bash
# OpenROAD 26Q1-2900-gdf79404cd8, Yosys 0.63+post, stock flow scripts
make -C /OpenROAD-flow-scripts/flow DESIGN_CONFIG=/design/flow/config.mk WORK_HOME=/design/flow/orfs finish
```

==> metrics.cfg <==
[outcome]
status=finished, final reports clean

[routing]
wl_met3_um=1530
firstDrtPassIters=4
drcViolationCount=0
met1_length_um=6762
vias_per_cell=3.607
routed-wl-met2_um=8920
routed.top_layer=met4
wl_um=17270
vias=3427
drtAntennaViolNets=0
avgRoutedWirePerCell_um=18.18
dr.first_iter.drc_count=111

[worst_hold_path]
min_to=axi_cs[1]
min_path_type=reg2reg
whs_path_depth=2
worstHoldStart=axi_cs[1]

[place]
place_inst=945
place.detailed.hpwl_um=15030
gp_congestion=0.8102
port-buffer-count=389
dpl_cell_area_sq_mm=0.006208
post-place-ws_ns=1.695

[clocking]
cts_buffers=3
cts_hold_buf=0
clockBufferDepth=2
insertion_delay_ns=0.22
clkTransAtPathRegs_ns=0.03
cts-root-buf=clkbuf_16
clock_sinks=5
htreeDepth=1
cts_resized=0
post_cts_buffers=0
cts_tree=done

[worst_setup_path]
r2r_slack_ns=4.88
critPathSlowestCell=clkdlybuf4s50_1
cp_common_cell=clkdlybuf4s50_1
critPathMaxStageDelay_ns=0.52
critical_path_buf_inv_count=3
arrival_ns=3.66
cp_cell_sequence=clkdlybuf4s50_1, a221oi_2, nor2b_4, buf_4, nor4_1, clkdlybuf4s50_1
r2r-end=axi_cs[4]
worstRegToRegCells=4
cpLargestDelayFamily=buffers and inverters
critPathRequiredTime_ns=5.36
critical_path.max_fanout=67
path_class=in2out
r2r-start=axi_cs[0]
cp-start-kind=input port
crit_path_end_kind=output pin

[finish]
largest_register_ffs=5
top_register=axi_cs
syn_to_final_growth_pct=195.4
final_cells=950
final_cell_area_sq_mm=0.006290
nFillCells=2326
fin_util_pct=28.82
drive_gt1_share_pct=7.025
largest_registers=axi_cs x5

[sta]
timing.final.crit_share_pct=74.60
finalSetupViolations=0
fin_crit_ns=4.999
relSlewSlack_pct=43.60
hold_viol_final=0
hold_slack_ns=0.5471
tns_ns=0
worst_slew_pin_slew_ns=0.8460
rsz0062_at_grt=false
fmax_mhz=200.1
fin_ws_ns=1.701
slew_viol_final=0
skew_ns=0.0004475

[global_routing]
track_usage_pct=10.97
antenna_found_initial=1
grt_start_max_net_pins=76
overflow=0
grt_pass1_wl_um=24250
grt_pass1_vias=3473

[logic_synthesis]
async_flop_share_pct=100.0
synth_area_sq_mm=0.002130
ys_types=27
ys_chip_area_sq_mm=0.002130
yosys_warnings=1
synthCells=312
avgSynthCellArea_sq_um=6.825
ys_cells=312
edf_count=0
ff_type=dfrtp_1
synth_seq_share_pct=5.934
synth-seq-cells=5

[power]
leakagePower_nw=2.177
p_total_mw=0.5461
p_per_area_mw_per_mm2=86.82
vdd_drop_max_v=0.0001674

[floorplan]
ios=396
die_y_um=169
die_area_sq_mm=0.02856
fp.dieW_um=169
fp_util_pct=9.758
fp.coreArea_sq_mm=0.02182
placementRows=54

[flow_run]
maxCapViolations=0
tool_warnings=25

-- kinds of logic after synthesis --
logic type | count (synthesis) | share of synthesized area, %
AOI/OAI and AO/OA | 41 | 22.50
buffers and inverters | 51 | 12.34
DFF | 5 | 5.935
muxes | 1 | 0.4701
other | 1 | 0.1761
and+or+nand+nor | 213 | 58.58
-- per-layer routing --
layer / up-vias / track usage [%]
li1: 1760 / -
met1: 1489 / 12.49
met2: 174 / 20.24
met3: 4 / 3.527
met4: 0 / 0.7880
met5: - / 0
-- power by group --
group	total [mW]	switching [mW]	internal [mW]	leakage (nW)
Combinational	0.393	0.146	0.246	2.08
Clock	0.0967	0.0180	0.0787	0.0382
Sequential	0.0567	0.0201	0.0366	0.0633
Total	0.546	0.185	0.362	2.18
-- cell type report --
type                    count  area, sq um  share of cell area (%)
flip-flops and latches      5        127.6                   2.029
diodes                      1        2.502                 0.03979
multi-input cells         261         1777                   28.25
repair buffers            395         3939                   62.62
clock buffers               4        78.83                   1.253
inverters                   4        15.01                  0.2387
well taps                 280        350.3                   5.570
-- worst max-delay path by stage --
| stage | from | to | slack (ns) | depth (start not counted) |
|---|---|---|---|---|
| finish | m_axi_rvalid | m_axi_awaddr[11] | 1.70 | 6 |
| global route | m_axi_rvalid | m_axi_awaddr[14] | 1.53 | 6 |
| CTS | m_axi_rvalid | m_axi_awaddr[20] | 1.70 | 6 |
-- worst reg2reg max path, stage by stage (launching register included) --
cell and delay [ns]:
dfstp_2 0.94, nand4_1 0.26, o21a_2 0.18, buf_4 0.27, inv_1 0.10
-- cell usage after synthesis, drive strengths merged, types with 2 or more instances --
master  number  area [sq um]
a211oi      33         397.9
a22o         2         17.52
and2       138         863.3
buf         23         157.7
clkbuf      24         90.09
dfrtp        4         100.1
inv          4         15.01
nand2       34         127.6
nor2b        3         18.77
nor4        33         206.5
-- layout by cell type (no fill, tap or decap), drive strengths merged, types with 2 or more instances in the layout --
master / count
a211oi: 33
a22o: 2
and2: 138
buf: 6
clkbuf: 4
clkdlybuf4s50: 389
conb: 6
dfrtp: 4
inv: 4
nand2: 34
nor2b: 3
nor4: 33
Power figures rest on the tool's default switching activity, not on a simulated workload.
